File: run.sh
#!/bin/bash
# OpenROAD 26Q1-2900-gdf79404cd8, Yosys 0.63+post, stock flow scripts
make -C /OpenROAD-flow-scripts/flow DESIGN_CONFIG=/design/flow/config.mk WORK_HOME=/design/flow/orfs finish
File: config.mk
export PLATFORM = sky130hd
export DESIGN_NAME = BurstRAM
export DESIGN_NICKNAME = BurstRAM
export VERILOG_FILES = /design/flow/design.v
export SDC_FILE = /design/flow/constraint.sdc
export NUM_CORES = 4
export LEC_CHECK = 1
export CORE_UTILIZATION = 30
File: constraint.sdc
current_design BurstRAM

set clk_period 22.3
set clk_io_pct 0.2

create_clock -name clk0 -period $clk_period [get_ports {clk}]

set non_clock_inputs [all_inputs -no_clocks]
set_input_delay [expr $clk_period * $clk_io_pct] -clock clk0 $non_clock_inputs
set_output_delay [expr $clk_period * $clk_io_pct] -clock clk0 [all_outputs]
File: design.v
parameter Memory_Clock = 54;
parameter PSRAM_WIDTH = 8;
parameter DQ_WIDTH = 16;
parameter ADDR_WIDTH = 21;
parameter Burst_Length  = "16_Bytes";
parameter burst_num = 4;
parameter Fixed_Latency_Enable = "Fixed";
parameter Initial_Latency = 6;
parameter Drive_Strength = 50;
parameter Deep_Power_Down = "OFF";
parameter Hybrid_Sleep_Mode = "OFF";
parameter Refresh_Rate = "normal";
parameter PASR = "full";
parameter shift_delay = 0;
`timescale 100ps / 100ps
`default_nettype none
module BurstRAM #(
    parameter DATA_FILE = "",   
    parameter DEPTH_BITWIDTH = 4,   
    parameter DATA_BITWIDTH = 64,   
    parameter BURST_COUNT = 4,   
    parameter CYCLES_BEFORE_INITIATED = 10,   
    parameter CYCLES_BEFORE_DATA_VALID = 6   
) (
    input wire clk,
    input wire rst,
    input wire cmd,   
    input wire cmd_en,   
    input wire [DEPTH_BITWIDTH-1:0] addr,   
    input wire [DATA_BITWIDTH-1:0] wr_data,   
    input wire [DATA_BITWIDTH/8-1:0] data_mask,   
    output reg [DATA_BITWIDTH-1:0] rd_data,   
    output reg rd_data_valid,   
    output reg init_calib,
    output reg busy
);
  localparam DEPTH = 2 ** DEPTH_BITWIDTH;
  localparam CMD_READ = 0;
  localparam CMD_WRITE = 1;
  reg [$clog2(CYCLES_BEFORE_INITIATED):0] init_calib_delay_counter;
  reg [DATA_BITWIDTH-1:0] data[DEPTH-1:0];
  reg [$clog2(BURST_COUNT)-1:0] burst_counter;
  reg [$clog2(CYCLES_BEFORE_DATA_VALID):0] read_delay_counter;
  reg [DEPTH-1:0] addr_counter;
  localparam STATE_INITIATE = 5'b00001;
  localparam STATE_IDLE = 5'b00010;
  localparam STATE_READ_DELAY = 5'b00100;
  localparam STATE_READ_BURST = 5'b01000;
  localparam STATE_WRITE_BURST = 5'b10000;
  reg [4:0] state;
  initial begin
    if (DATA_FILE != "") begin
      $readmemh(DATA_FILE, data);
    end
  end
  always @(posedge clk) begin
    if (rst) begin
      rd_data_valid <= 0;
      rd_data <= 0;
      busy <= 1;
      init_calib <= 0;
      init_calib_delay_counter <= 0;
      state <= STATE_INITIATE;
    end else begin
      case (state)
        STATE_INITIATE: begin
          if (init_calib_delay_counter == CYCLES_BEFORE_INITIATED) begin
            busy <= 0;
            init_calib <= 1;
            state <= STATE_IDLE;
          end
          init_calib_delay_counter <= init_calib_delay_counter + 1;
        end
        STATE_IDLE: begin
          if (cmd_en) begin
            busy <= 1;
            burst_counter <= 0;
            case (cmd)
              CMD_READ: begin
                read_delay_counter <= 0;
                addr_counter <= addr;
                state <= STATE_READ_DELAY;
              end
              CMD_WRITE: begin
                data[addr] <= wr_data;
                addr_counter <= addr + 1;
                state <= STATE_WRITE_BURST;
              end
            endcase
          end
        end
        STATE_READ_DELAY: begin
          if (read_delay_counter == CYCLES_BEFORE_DATA_VALID - 1) begin
            rd_data_valid <= 1;
            rd_data <= data[addr_counter];
            addr_counter <= addr_counter + 1;
            state <= STATE_READ_BURST;
          end
          read_delay_counter <= read_delay_counter + 1;
        end
        STATE_READ_BURST: begin
          burst_counter <= burst_counter + 1;
          addr_counter  <= addr_counter + 1;
          if (burst_counter == BURST_COUNT - 1) begin
            rd_data_valid <= 0;
            set_new_state_after_command_done;
          end else begin
            rd_data <= data[addr_counter];
          end
        end
        STATE_WRITE_BURST: begin
          burst_counter <= burst_counter + 1;
          addr_counter  <= addr_counter + 1;
          if (burst_counter == BURST_COUNT - 1) begin
            set_new_state_after_command_done;
          end else begin
            data[addr_counter] <= wr_data;
          end
        end
        default: ;
      endcase
    end
  end
  task set_new_state_after_command_done;
    begin
      busy  <= 0;
      state <= STATE_IDLE;
      if (cmd_en) begin
        busy <= 1;
        burst_counter <= 0;
        case (cmd)
          CMD_READ: begin
            read_delay_counter <= 0;
            addr_counter <= addr;
            state <= STATE_READ_DELAY;
          end
          CMD_WRITE: begin
            data[addr] <= wr_data;
            addr_counter <= addr + 1;
            state <= STATE_WRITE_BURST;
          end
        endcase
      end
    end
  endtask
endmodule
`default_nettype wire
==> impl_metrics.tcl <==
# implementation run metrics
set metrics [dict create \
    status "finished clean" \
    edf_count 1034 \
    row_count 137 \
    dp_slack_ns 13.40 \
    dieWidth_um 376.6 \
    switching_share 0.1929 \
    cp_max_fo 27 \
    worstSkewPairLatency_ns 0.74 \
    clkTransAtPathRegs_ns 0.06 \
    layout_top_cell "edfxtp_1" \
    cts_root_buf "clkbuf_16" \
    yosysTopAreaCell "edfxtp_1" \
    io_pins 147 \
    required_ns 22.65 \
    fp-utilization 0.3021 \
    core_sq_um 139400 \
    skew_ns 0.05648 \
    hp-class "reg2reg" \
    hpwlAfterDp_mm 49.97 \
    numClockSinks 1115 \
    cp-end-kind "register" \
    postSynthAreaPerCell_sq_um 22.51 \
    tightest_slew_ns 0.9199 \
    n_fill_cell 12390 \
    grt_pass1_wl_mm 142.5 \
    finalSetupViolations 0 \
    wirelength_mm 96.64 \
    grt_overflow_total 0 \
    syn-cell-area_sq_um 42100 \
    grt_pass1_vias 21870 \
    vias_per_cell 4.813 \
    tool_warnings 36 \
    setup_tns_ns 0 \
    cts.htree.levels 3 \
    vdd_drop_max_v 0.00006483 \
    clockBufferDepth 3 \
    synth_seq_share 0.7761 \
    synth-async-reset-ratio 0 \
    area_leaders "edfxtp_1 (74%), mux4_2 (14%), dfxtp_1 (3.9%)" \
    ys_cells 1870 \
    portBuffers 138 \
    antenna_found_initial 15 \
    powerDensity_nw_per_um2 84.32 \
    die_h_um 376.6 \
    internal-power_mw 3.380 \
    dpl_cell_area_sq_um 45960 \
    max_stage_delay_ns 0.85 \
    drv_cap 0 \
    hold_violations 0 \
    ys.flops 1115 \
    min_period_ns 8.133 \
    wl_per_cell_um 23.92 \
    cts_resized 0 \
    final_area_sq_um 49680 \
    comb_power_share 0.011 \
    switchingPower_mw 0.8080 \
    layout_setup_ws_ns 14.17 \
    vias 19450 \
    cp_common_cell "buf_4" \
    arrival_ns 8.48 \
    grt_start_max_net_pins 74 \
    cts_hold_buf 0 \
    critPathKind "in2reg" \
    leakagePower_nw 15.46 \
    ys.flop_type "edfxtp_1" \
    cp_cell_sequence "clkdlybuf4s50_1 -> or3b_2 -> nor2_1 -> a21oi_2 -> buf_4 -> nor2_4 -> buf_4 -> buf_4" \
    pwr-share-seq 0.545 \
    synthesis.instances 1870 \
    first_pass_iters 4 \
    cp_slowest_cell "clkdlybuf4s50_1" \
    tritoncts "built" \
    antenna_left 0 \
    die-area_sq_um 141800 \
    drc 0 \
    slew_viol_final 0 \
    area_delta_synth_final_pct 18.00 \
    synthDistinctLibCells 44 \
    netlist.area_leader.share 0.7375 \
    final_cell_mix "edfxtp_1 (1,034), mux4_2 (256), clkdlybuf4s50_1 (138), clkbuf_16 (112), nor2_1 (88)" \
    start_kind "input port" \
    slew_headroom 0.3853 \
    cts_setup_buffers 0 \
    rsz0062_at_grt "false" \
    drive_above_1_share 0.2576 \
    yosysWarnings 1 \
    max_freq_ghz 0.1230 \
    yosys_area_sq_um 42100 \
    drt_iter0_markers 1061 \
    gp_congestion 0.7554 \
    finalClockPeriodUsage 0.3647 \
    clock_power_share 0.443 \
    cts_buffers 111 \
    grt_use_total 0.1484 \
]
[metal layers]
| metal | up-vias | global-route usage | part of all wire |
|---|---|---|---|
| li1 | 8271 | - | - |
| met1 | 9749 | 0.1618 | 0.32 |
| met2 | 1257 | 0.2363 | 0.50 |
| met3 | 148 | 0.1111 | 0.16 |
| met4 | 20 | 0.02186 | 0.017 |
| met5 | - | 0.005146 | 0.0021 |
[power groups by stage]
stage	combinational, mW	clock (mW)	sequential [mW]
global route	0.0524	1.98	2.28
finish	0.0475	1.86	2.28
CTS	0.0479	1.90	2.28
[worst max-delay path, delay by kind of cell]
kind | cells | cell delay (ns)
AND-OR/OR-AND | 1 | 0.06
buffers and inverters | 4 | 2.24
AND/OR/NAND/NOR | 3 | 1.65
[Yosys cell counts, types with 2 or more instances]
master and count:
nand4_1 3, and2_1 2, a22oi_1 2, inv_1 7, clkbuf_1 38, nand2_1 17
nor2_1 104, dfxtp_1 81, a211oi_1 2, buf_6 7, mux2_2 71, or2_2 3
buf_2 42, nand3_1 2, buf_1 5, o22ai_1 4, mux2i_1 70, a2111o_1 2
nand2b_1 5, ha_1 7, edfxtp_1 1034, nand3b_1 2, mux4_2 256, a21oi_1 6
buf_4 5, a221o_1 64, nor3b_1 2, xor2_1 7, xnor2_1 4, nor2b_1 2
[final timing paths]
check | from | endpoint | slack (ns) | depth (start not counted)
setup / recovery | rst | data[4][48]$_DFFE_PP_ | 14.17 | 8
hold / removal | rd_data[41]$_SDFFE_PP0P_ | rd_data[41]$_SDFFE_PP0P_ | 0.49 | 1
hold reg to reg | rd_data[41]$_SDFFE_PP0P_ | rd_data[41]$_SDFFE_PP0P_ | 0.49 | 1
setup reg to reg | burst_counter[0]$_SDFFCE_PN0P_ | data[4][48]$_DFFE_PP_ | 18.25 | 8
[through the flow]
stage	instances	power [mW]	hold slack, ns	utilization
2_1_floorplan	1870	2.336	0.4130	-
3_3_place_gp	3831	2.372	0.4777	0.3298
3_5_place_dp	3831	2.375	0.4772	0.3298
4_1_cts	4038	4.231	0.4942	0.3564
5_1_grt	4039	4.316	0.5168	0.3564
6_report	4040	4.188	0.4935	0.3565
[registers in the layout, summed over array words and instances, names as in the netlist, 2 cells and up, named ones only]
register	cells
data	1024
rd_data	64
init_calib_delay_counter	5
state	5
addr_counter	4
read_delay_counter	4
burst_counter	2
[final cells by class]
type / instances / area, sq um / area share
antenna: 2 / 5.005 / 0.0001008
clock buffer: 155 / 3074 / 0.06189
clock inverter: 52 / 633.1 / 0.01274
inverter: 7 / 26.28 / 0.0005289
multi-input combinational: 651 / 9057 / 0.1823
sequential: 1115 / 32680 / 0.6579
tap: 1876 / 2347 / 0.04725
timing repair buffer: 182 / 1849 / 0.03723
[logic make-up after synthesis]
group	Yosys count	synth area share
flip-flops	1115	0.7761
AND/OR/NAND/NOR	149	0.01534
adder cells (fa/ha/maj)	7	0.002080
XOR/XNOR	11	0.002288
buffers and inverters	104	0.01222
AND-OR/OR-AND	87	0.01944
multiplexers	397	0.1726
No activity file was given, so power comes from the tool's default toggle rates.

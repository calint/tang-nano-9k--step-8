**flow/design.v**
```verilog
parameter Memory_Clock = 54;
parameter PSRAM_WIDTH = 8;
parameter DQ_WIDTH = 16;
parameter ADDR_WIDTH = 21;
parameter Burst_Length  = "16_Bytes";
parameter burst_num = 4;
parameter Fixed_Latency_Enable = "Fixed";
parameter Initial_Latency = 6;
parameter Drive_Strength = 50;
parameter Deep_Power_Down = "OFF";
parameter Hybrid_Sleep_Mode = "OFF";
parameter Refresh_Rate = "normal";
parameter PASR = "full";
parameter shift_delay = 0;
`timescale 100ps / 100ps
`default_nettype none
module Flash #(
    parameter STARTUP_WAIT = 32'd10000000,
    parameter TRANSFER_BYTES_NUM = 32'h0001_0000
) (
    input  wire clk,
    output reg  done,
    output reg  flash_clk,
    input  wire flash_miso,
    output reg  flash_mosi,
    output reg  flash_cs,
    output reg [31:0] cache_address,
    output reg [31:0] cache_data_in,
    output reg [3:0] cache_write_enable,
    input wire cache_busy
);
  reg [23:0] read_address = 0;
  reg [7:0] command = 8'h03;
  reg [7:0] current_byte_out = 0;
  reg [7:0] current_byte_num = 0;
  reg [7:0] data_in[32];
  localparam STATE_INIT_POWER = 8'd0;
  localparam STATE_LOAD_CMD_TO_SEND = 8'd1;
  localparam STATE_SEND = 8'd2;
  localparam STATE_LOAD_ADDRESS_TO_SEND = 8'd3;
  localparam STATE_READ_DATA = 8'd4;
  localparam STATE_START_WRITE_TO_CACHE = 8'd5;
  localparam STATE_WRITE_TO_CACHE = 8'd6;
  localparam STATE_DONE = 8'd7;
  reg [23:0] data_to_send = 0;
  reg [ 8:0] bits_to_send = 0;
  reg [32:0] counter = 0;
  reg [ 2:0] state = 0;
  reg [ 2:0] return_state = 0;
  always_ff @(posedge clk) begin
    case (state)
      STATE_INIT_POWER: begin
        flash_clk <= 0;
        flash_mosi <= 0;
        flash_cs <= 1;
        done <= 0;
        if (counter > STARTUP_WAIT) begin
          state <= STATE_LOAD_CMD_TO_SEND;
          counter <= 0;
          current_byte_num <= 0;
          current_byte_out <= 0;
        end else begin
          counter <= counter + 1;
        end
      end
      STATE_LOAD_CMD_TO_SEND: begin
        flash_cs <= 0;
        data_to_send[23-:8] <= command;
        bits_to_send <= 8;
        state <= STATE_SEND;
        return_state <= STATE_LOAD_ADDRESS_TO_SEND;
      end
      STATE_SEND: begin
        if (counter == 0) begin
          flash_clk <= 0;
          flash_mosi <= data_to_send[23];
          data_to_send <= {data_to_send[22:0], 1'b0};
          bits_to_send <= bits_to_send - 1;
          counter <= 1;
        end else begin
          counter   <= 0;
          flash_clk <= 1;
          if (bits_to_send == 0) begin
            state <= return_state;
          end
        end
      end
      STATE_LOAD_ADDRESS_TO_SEND: begin
        data_to_send <= read_address;
        bits_to_send <= 24;
        state <= STATE_SEND;
        return_state <= STATE_READ_DATA;
        current_byte_num <= 0;
      end
      STATE_READ_DATA: begin
        if (counter[0] == 0) begin
          flash_clk <= 0;
          counter   <= counter + 1;
          if (counter[3:0] == 0 && counter > 0) begin
            data_in[current_byte_num] <= current_byte_out;
            current_byte_num <= current_byte_num + 1;
            if (current_byte_num == 31) begin
              state <= STATE_DONE;
            end
          end
        end else begin
          flash_clk <= 1;
          current_byte_out <= {current_byte_out[6:0], flash_miso};
          counter <= counter + 1;
        end
      end
      STATE_START_WRITE_TO_CACHE: begin
        flash_cs <= 1;
        counter <= read_address;
        read_address <= read_address + 32;
        state <= STATE_WRITE_TO_CACHE;
      end
      STATE_WRITE_TO_CACHE: begin
        if (!cache_busy) begin
          if (counter == 32) begin
            cache_write_enable <= 0;
            counter <= STARTUP_WAIT;
            state <= STATE_INIT_POWER;
          end else begin
            cache_address <= counter;
            cache_data_in = {
              data_in[counter+3], data_in[counter+2], data_in[counter+1], data_in[counter]
            };
            cache_write_enable <= 4'b1111;
            counter <= counter + 4;
            if (counter == TRANSFER_BYTES_NUM) begin
              done  <= 1;
              state <= STATE_DONE;
            end
          end
        end
      end
      STATE_DONE: begin
      end
    endcase
  end
endmodule
```
**flow/run.sh**
```bash
#!/bin/bash
# OpenROAD 26Q1-2900-gdf79404cd8, Yosys 0.63+post, stock flow scripts
make -C /OpenROAD-flow-scripts/flow DESIGN_CONFIG=/design/flow/config.mk WORK_HOME=/design/flow/orfs finish
```
**flow/config.mk**
```make
export PLATFORM = sky130hd
export DESIGN_NAME = Flash
export DESIGN_NICKNAME = Flash
export VERILOG_FILES = /design/flow/design.v
export SDC_FILE = /design/flow/constraint.sdc
export NUM_CORES = 4
export LEC_CHECK = 1
export CORE_UTILIZATION = 40
```
**flow/constraint.sdc**
```tcl
current_design Flash

set clk_period 26.4
set clk_io_pct 0.2

create_clock -name clk0 -period $clk_period [get_ports {clk}]

set non_clock_inputs [all_inputs -no_clocks]
set_input_delay [expr $clk_period * $clk_io_pct] -clock clk0 $non_clock_inputs
set_output_delay [expr $clk_period * $clk_io_pct] -clock clk0 [all_outputs]
```
==> deck_impl_summary.md <==
Key Metrics from the Run

Route
  • Detailed-route via count: 15,300
  • Post-DR wirelength/cell: 27.1 um
  • Final wirelength: 66,600 um
  • DRC: 0
  • Vias per cell: 6.24
  • Final ANT Viol Nets: 0
  • DR iter-0 viols: 1,103
  • Pre-antenna DRT Iters: 5

Final layout
  • Sequential cell area: 0.0128 sq mm
  • Comb gate area: 0.0110 sq mm
  • Layout area overhead: 14.8%
  • Fill cell count: 4,949
  • Top Layout Cells: 426 x edfxtp_1, 304 x mux4_2, 175 x nand2_1
  • Most used logic cell in the final layout: edfxtp_1
  • Share of cells above drive strength 1: 30.2%

Placement
  • PortBufs: 74
  • Post-placement setup slack: 19.07 ns
  • Post-DP HPWL: 42,300 um
  • Routability cong.: 0.929

Timing
  • Hold Violations, Final: 0
  • TNS Setup: 0 ns
  • Fmax: 148 MHz
  • PnR worst setup slack: 19.65 ns
  • Max_slew headroom: 40.4%
  • Final setup fails: 0
  • Slew Limit Fails: 0
  • Fin crit share: 25.6%
  • Worst hold slack: 0.521 ns
  • Worst-margin pin slew: 0.892 ns
  • Clk_skew: 0.0435 ns
  • Crit path time final: 6.75 ns
  • RSZ-0062 raised after global routing: no

Flow run
  • MaxCap Viol Count: 0
  • Tool warnings: 39

Floorplanning
  • Total die size: 0.0617 sq mm
  • Core footprint: 0.0595 sq mm
  • Die y size: 248 um
  • I/O pin count: 75
  • Site Rows: 89
  • Die width: 248 um
  • Core Util at FP: 40.8%

Yosys
  • Async S/R FF share, synth: 0%
  • Mapped Area: 0.0243 sq mm
  • Syn Inst Count: 1,569
  • EDFF count, synth: 426
  • Top cells by area: edfxtp_1 53%, mux4_2 28%, nand2_1 2.7%
  • AND-OR/OR-AND Cells, Area Fraction: 3.53%
  • Simple-Gate Area Share: 8.77%
  • Top-area cell share: 52.7%
  • YS chip area: 0.0243 sq mm
  • Top logic family: multiplexers
  • Avg Inst Size Synth: 15.5 sq um
  • Xor/xnor share: 2.38%
  • Yosys cell count: 1,569
  • Adder share: 0.722%
  • Post-synth cell types: 59
  • Seq share, synth: 52.7%
  • Yosys warning tally: 1
  • Cell type with the largest total area: edfxtp_1
  • Main synth FF type: edfxtp_1
  • Registers, synthesis: 426
  • Synth mux share: 29.4%

Critical path
  • Kind of end point of the critical path: primary output
  • Critical-path cell list: clkdlybuf4s50_1
  • Worst Setup Start Kind: flop
  • Crit path arrival time: 1.47 ns
  • CP delay by family, top: buffers and inverters
  • Critical path class: flop to primary output
  • Critical Path Fanout Max: 4
  • Critical Path RT: 21.12 ns
  • Crit path buffers/inverters: 1
  • CP max stage cell: clkdlybuf4s50_1
  • Crit path largest cell delay: 0.49 ns

Global routing
  • Initial antenna violation count: 3
  • First-pass GRT wire length: 100,000 um
  • Largest net degree at the start of global routing: 111
  • Vias in the first global route: 15,900
  • Gr ovfl total: 0
  • All-layer global routing usage: 24.4%

Power
  • Leak: 7.79 nW
  • PD cells: 55.1 mW/mm^2
  • Maximum vdd drop: 0.0000533 V

Run status
  • Run status: completed

Clock network
  • Hold buffers post-CTS: 0
  • Clk pin slew, worst setup/hold paths: 0.06 ns
  • CTS Buffer Depth: 3
  • Worst skew pair latency: 0.61 ns
  • CTS tree: done
  • Cts bufs inserted: 49
  • Root Buffer: clkbuf_16
  • Post-CTS sizing: 0
  • Clk sinks: 426
  • Postcts setup bufs: 0
  • CTS H-tree lvls: 2

Worst hold path
  • Hold Crit Class: flop to flop
cell families (layout without fill, tap and decap cells):
logic type / count (synthesis) / after routing
XOR/XNOR: 66 / 66
flip-flops: 426 / 426
multiplexers: 330 / 330
AND-OR/OR-AND: 139 / 139
AND/OR/NAND/NOR: 451 / 451
other: 0 / 1
adder cells (fa/ha/maj): 14 / 14
buffers and inverters: 143 / 258
routing by layer:
metal / share of wire [%] / GRT usage (%) / wire length [um] / up-vias
met1: 35 / 31.9 / 23100 / 7683
met5: 0.039 / 0 / 26 / -
li1: - / - / - / 6564
met2: 47 / 35.8 / 31200 / 921
met3: 14 / 14.8 / 9620 / 175
met4: 4.0 / 7.26 / 2680 / 4
power breakdown:
group / total, mW / switching (mW) / internal, mW
combinational: 0.0741 / 0.0447 / 0.0293
clock: 0.704 / 0.279 / 0.425
sequential: 0.757 / 0.0105 / 0.746
total: 1.54 / 0.334 / 1.20
per-stage QoR:
step / utilization (%) / total power [mW] / instance area [sq um] / cells
final: 46.8 / 1.54 / 27900 / 2458
after global routing: 46.8 / 1.58 / 27900 / 2457
after CTS: 46.8 / 1.55 / 27900 / 2457
after detailed placement: 44.0 / 0.844 / 26200 / 2366
after global placement: 44.0 / 0.844 / 26200 / 2366
after floorplan: - / 0.802 / 24300 / 1569
layout make-up:
cell class              count  share of cell area, %
multi-input cells        1000                   39.5
flip-flops and latches    426                   45.9
clock buffers              54                   4.55
well taps                 773                   3.47
diodes                      1                0.00898
clock inverters            37                   1.51
repair buffers            150                   4.84
inverters                  17                  0.229
flip-flops by register name, indices dropped and copies added, names as in the netlist, 2 cells and up:
signal / count
data_in: 256
counter: 33
cache_address: 32
cache_data_in: 32
data_to_send: 19
read_address: 19
bits_to_send: 9
current_byte_num: 8
current_byte_out: 8
state: 3
return_state: 2
path summary, 6_finish.rpt:
path                         start                    end  slack (ns)  cells past startpoint
max reg2reg             counter[1]      cache_data_in[31]       22.31                      7
min reg2reg       data_to_send[13]       data_to_send[14]        0.52                      2
min               data_to_send[13]       data_to_send[14]        0.52                      2
max          cache_write_enable[2]  cache_write_enable[1]       19.65                      1
synthesized netlist by cell type (6+ instances only):
cell        n
a21oi_1    32
a22o_1      8
a31oi_1     6
and2_1     20
and3_1      6
buf_1      18
buf_2      35
clkbuf_1   68
edfxtp_1  426
ha_1       14
inv_1      15
mux2_2     24
mux4_2    304
nand2_1   175
nand3_1    63
nand4_1    22
nor2_1     90
nor2b_1     9
nor3_1     18
nor4_1      9
o211ai_1    6
o21ai_0    54
or2_2       6
or3_1      10
xnor2_1    39
xor2_1     27
No activity file was given, so power comes from the tool's default toggle rates.
